--- flow/run.sh ---
#!/bin/bash
# OpenROAD 26Q1-2900-gdf79404cd8, Yosys 0.63+post, stock flow scripts
make -C /OpenROAD-flow-scripts/flow DESIGN_CONFIG=/design/flow/config.mk WORK_HOME=/design/flow/orfs finish
--- flow/config.mk ---
export PLATFORM = sky130hd
export DESIGN_NAME = b2d
export DESIGN_NICKNAME = b2d
export VERILOG_FILES = /design/flow/design.v
export SDC_FILE = /design/flow/constraint.sdc
export NUM_CORES = 4
export LEC_CHECK = 1
export CORE_AREA = 10 10 72 72
export DIE_AREA = 0 0 82 82
--- flow/constraint.sdc ---
current_design b2d

set clk_period 1.5
set clk_io_pct 0.2

create_clock -name clk0 -period $clk_period

set non_clock_inputs [all_inputs -no_clocks]
set_input_delay [expr $clk_period * $clk_io_pct] -clock clk0 $non_clock_inputs
set_output_delay [expr $clk_period * $clk_io_pct] -clock clk0 [all_outputs]
--- flow/design.v ---
module b2d(SW,HEX0,HEX1,HEX2,HEX3);
	input [17:0] SW;
	output [0:6] HEX0,HEX1,HEX2,HEX3;
	b2d_7seg B0 (SW[3:0], HEX0);
   b2d_7seg B1 (SW[7:4], HEX1);
   b2d_7seg B2 (SW[11:8], HEX2);
   b2d_7seg B3 (SW[15:12], HEX3);
endmodule
module b2d_7seg (X,SSD);
input [3:0] X;
output [0:6] SSD;
assign SSD[0] = ((~X[3] & ~X[2] & ~X[1] & X[0]) | (~X[3] & X[2] & ~X[1] & ~X[0]));
assign SSD[1] = ((~X[3] & X[2] & ~X[1] & X[0]) | (~X[3] & X[2] & X[1] & ~X[0]) | (X[3] & ~X[2] & X[1] & ~X[0]) | (X[3] & ~X[2] & X[1] & X[0]) | (X[3] & X[2] & X[1] & X[0]) | (X[3] & X[2] & X[1] & ~X[0]) | (X[3] & X[2] & ~X[1] & ~X[0]) | (X[3] & X[2] & ~X[1] & X[0]));
assign SSD[2] = ((~X[3] & ~X[2] & X[1] & ~X[0]) | (X[3] & ~X[2] & X[1] & ~X[0]) | (X[3] & ~X[2] & X[1] & X[0]) | (X[3] & X[2] & X[1] & X[0]) | (X[3] & X[2] & X[1] & ~X[0]) | (X[3] & X[2] & ~X[1] & ~X[0]) | (X[3] & X[2] & ~X[1] & X[0]));
assign SSD[3] = ((~X[3] & ~X[2] & ~X[1] & X[0]) | (~X[3] & X[2] & ~X[1] & ~X[0]) | (~X[3] & X[2] & X[1] & X[0]));
assign SSD[4] = ((~X[3] & ~X[2] & ~X[1] & X[0]) | (~X[3] & ~X[2] & X[1] & X[0]) | (~X[3] & X[2] & ~X[1] & ~X[0]) | (~X[3] & X[2] & ~X[1] & X[0]) | (X[3] & ~X[2] & ~X[1] & X[0]) | (~X[3] & X[2] & X[1] & X[0]));
assign SSD[5] = ((~X[3] & ~X[2] & ~X[1] & X[0]) | (~X[3] & ~X[2] & X[1] & ~X[0]) | (~X[3] & ~X[2] & X[1] & X[0]) | (~X[3] & X[2] & X[1] & X[0]));
assign SSD[6] = ((~X[3] & ~X[2] & ~X[1] & X[0]) | (~X[3] & ~X[2] & ~X[1] & ~X[0]) | (~X[3] & X[2] & X[1] & X[0]));
endmodule
==> run notes <==
Physical implementation status

The global-route usage over all layers stands at 0.0560. The count of nets left with antenna violations once routing finished came out at 0. Power comes to 290 uW. The main area contributors are sky130_fd_sc_hd__a21oi_1 13%, sky130_fd_sc_hd__o21a_1 9.1%, sky130_fd_sc_hd__buf_2 8.1%.

By instance count, the cell type seen most on the critical path is sky130_fd_sc_hd__buf_4. The maximum clock frequency stands at 0.690 GHz. Setup repair after global routing left no endpoint under its margin. The global placement routability congestion stands at 0.781.

The number of max-slew violations in the final report stands at 0. The final layout contains a sequential cell count of 0. Per the OpenROAD floorplan log, the area of the core is 3690 sq um. The synthesized netlist occupies a cell area of 493 sq um. Yosys mapped the design onto 22 distinct sky130hd cell types.

The report puts the hold buffer count at CTS at 0. In the final layout, flip-flops and latches occupy 0 sq um. In the post-synthesis netlist, the cell with the most instances is sky130_fd_sc_hd__a21oi_1. Entering global routing, the biggest net connects 10 pins. Max fanout on the critical path was recorded as 5.

The routed wirelength normalized by instance count stands at 10.6 um. According to the timing report, the critical path is launched from SW[14]. The count of clock buffers in the final design stands at 0. The time the final worst path needs with I/O delays and setup stands at 1.45 ns. The number of vias in the routed layout stands at approximately 760. STA classifies the critical path endpoint as an output pin.

The signal arrival time at the worst endpoint stands at 1.15 ns. Per the slew report, the remaining headroom to the max-slew limit stands at 0.875. Summing over the stages, the warning tally comes to 34. The flow ran to the end, and the final reports show no timing, DRC or antenna violations. The final timing summary puts the cycle share of the worst path at 0.966. Summed over all cells, the static leakage comes to 0.000569 uW.

The slack of the critical path stands at 0.0511 ns. The residual overflow from global routing stands at 0. In the setup report, the worst path falls into the class primary input to output pin. The cell type that accounts for the most area after synthesis is sky130_fd_sc_hd__a21oi_1.

The cell count after synthesis came out at around 86. The area growth from synthesis to layout is 125%. The number of detailed-routing iterations run before antenna repair stands at 4. Detailed placement finished with a half-perimeter wire length of roughly 1.7 mm. The die extent in y stands at ~82 um. The count of warnings emitted by yosys stands at 0. On the critical path, the stage with the largest delay is an instance of sky130_fd_sc_hd__or2_4. Note that the worst hold path type here is primary input to output pin. In this run the tool buffered the top-level ports with 44 buffer cells.

The synthesized area per cell stands at between 5 and 6 sq um. The number of inserted filler cells in the final layout stands at around 410. The report lists the cells along the critical path as buf_4 -> or2_4 -> buf_4 -> a21oi_2 -> dlygate4sd2_1.

The transition time recorded at the tightest slew-check pin is 0.185 ns. The count of final hold-check violations stands at 0. The final layout contains routed wiring with a total length of 2.03 mm.

Setup slack on the worst path after placement came out at -0.604 ns. The routed design ends up with an antenna cell count of 0. The area share of the largest cell type after synthesis stands at 0.132. The post-synthesis chip area from yosys stands at 493 sq um.

The cell count listed in synth_stat.txt stands at 86. The max capacitance violation total stands at 0. The final setup violation count stands at 0.

According to the timing report, the data required time at the worst endpoint equals 1.20 ns. VDD sags by at most 0.0000908 V. The die is roughly 80 um wide.

The worst setup path is launched from a primary input. The site row count stands at 22. For reference, the critical path is captured by HEX3[6]. The initial detailed-routing violation count stands at 7.

The count of boundary I/O pins stands at around 46. The number of antenna violations at the first check in global routing came to 0. In this run the power density over the cells is 262 nW/um^2. The initial cell density of the core stands at 0.134. The number of global-route vias before repair stands at 695. The chip occupies 6720 sq um. The largest single stage delay on the critical path is 0.26 ns. The fraction of layout cells with a size suffix above 1 stands at 0.410. The first global-routing pass estimated 3.15 mm of wire. The detailed-route DRC error count stands at 0. Of the synthesized area, sequential elements account for 0. The commonest cells after synthesis are 13 x sky130_fd_sc_hd__a21oi_1, 9 x sky130_fd_sc_hd__nor2_1, 8 x sky130_fd_sc_hd__buf_2, 6 x sky130_fd_sc_hd__nand2_1, 6 x sky130_fd_sc_hd__o21a_1. The detailed-route vias per instance stands at 3.97.
-- how the worst min path moves through the flow --
stage / from / to / slack, ns / cells past startpoint
4_1_cts: SW[12] / HEX3[3] / 1.0 / 4
5_1_grt: SW[11] / HEX2[3] / 1.0 / 4
6_report: SW[11] / HEX2[3] / 0.96 / 4
-- repair_timing --
| item | CTS | global route |
|---|---|---|
| pin swaps | 17 | 3 |
| resized | 117 | 4 |
| setup buffers | 1 | 1 |
| gates cloned | 0 | 0 |
| setup endpoints to repair | 28 | 3 |
-- stage by stage --
step                std cells  cell area [sq um]  TNS, ns   util  hold WS (ns)
finish                    192               1110        0  0.301         0.959
global route              192               1110        0  0.301         0.997
CTS                       191               1110        0  0.301         0.996
detailed placement        190               1100   -14.60  0.299          1.64
global placement          190               1100   -14.74  0.299          1.64
floorplan                  86                493        0      -         0.611
-- kinds of logic (layout without fill, tap and decap cells) --
logic type	Yosys count	after routing	synth area share
fa+ha+maj	2	2	0.0457
mux	2	2	0.0457
buf+inv	14	72	0.127
compound gates	29	29	0.355
simple gates	34	34	0.338
xor+xnor	5	5	0.0888
-- layer usage --
layer / part of all wire / GRT usage
met2: 0.43 / 0.0909
met4: 0 / 0
met5: 0 / 0
met3: 0.12 / 0.0242
met1: 0.45 / 0.0718
-- where the power goes --
| part | internal [uW] | total (uW) | leakage [uW] | switching [uW] |
|---|---|---|---|---|
| registers | 0 | 0 | 0 | 0 |
| clock network | 0 | 0 | 0 | 0 |
| logic | 178 | 290 | 0.000569 | 113 |
-- placed cells by master (no fill, tap or decap), types with 2 or more instances in the layout --
cell / n
sky130_fd_sc_hd__a21oi_1: 10
sky130_fd_sc_hd__a21oi_2: 3
sky130_fd_sc_hd__a22o_1: 2
sky130_fd_sc_hd__buf_2: 11
sky130_fd_sc_hd__buf_4: 17
sky130_fd_sc_hd__buf_6: 8
sky130_fd_sc_hd__clkbuf_2: 2
sky130_fd_sc_hd__clkdlybuf4s15_2: 3
sky130_fd_sc_hd__dlygate4sd2_1: 24
sky130_fd_sc_hd__inv_1: 4
sky130_fd_sc_hd__inv_2: 2
sky130_fd_sc_hd__maj3_2: 2
sky130_fd_sc_hd__mux2_2: 2
sky130_fd_sc_hd__nand2_1: 6
sky130_fd_sc_hd__nand2b_1: 3
sky130_fd_sc_hd__nand2b_4: 2
sky130_fd_sc_hd__nand3_1: 3
sky130_fd_sc_hd__nand3_2: 2
sky130_fd_sc_hd__nor2_1: 9
sky130_fd_sc_hd__nor3_1: 4
sky130_fd_sc_hd__o21a_1: 6
sky130_fd_sc_hd__o21ai_0: 2
sky130_fd_sc_hd__o21ai_1: 2
sky130_fd_sc_hd__or2_4: 3
sky130_fd_sc_hd__xnor2_1: 3
-- cell type report --
| type | instances | area (sq um) | share of cell area |
|---|---|---|---|
| well taps | 48 | 60.1 | 0.0541 |
| inverters | 6 | 22.5 | 0.0203 |
| repair buffers | 66 | 539 | 0.486 |
| multi-input cells | 72 | 488 | 0.440 |
-- worst max-delay path, delay by kind of cell --
kind                   cells  cell delay, ns
buffers and inverters      3            0.48
AND/OR/NAND/NOR            1            0.26
AND-OR/OR-AND              1            0.11
Power is estimated from default activity; no workload was simulated.
