===== design.v =====
module lab3_part5 (SW, HEX7, HEX6, HEX5, HEX4, HEX3, HEX2, HEX1, HEX0, KEY);
  input [3:0] KEY;
  input [17:0] SW;
  output [0:6] HEX7, HEX6, HEX5, HEX4, HEX3, HEX2, HEX1, HEX0;
  reg [15:0] R;
  wire [15:0] Q;
  D_ff_with_sync_clr F0  (~KEY[1], SW[0],  Q[0],  ~KEY[0]);
  D_ff_with_sync_clr F1  (~KEY[1], SW[1],  Q[1],  ~KEY[0]);
  D_ff_with_sync_clr F2  (~KEY[1], SW[2],  Q[2],  ~KEY[0]);
  D_ff_with_sync_clr F3  (~KEY[1], SW[3],  Q[3],  ~KEY[0]);
  D_ff_with_sync_clr F4  (~KEY[1], SW[4],  Q[4],  ~KEY[0]);
  D_ff_with_sync_clr F5  (~KEY[1], SW[5],  Q[5],  ~KEY[0]);
  D_ff_with_sync_clr F6  (~KEY[1], SW[6],  Q[6],  ~KEY[0]);
  D_ff_with_sync_clr F7  (~KEY[1], SW[7],  Q[7],  ~KEY[0]);
  D_ff_with_sync_clr F8  (~KEY[1], SW[8],  Q[8],  ~KEY[0]);
  D_ff_with_sync_clr F9  (~KEY[1], SW[9],  Q[9],  ~KEY[0]);
  D_ff_with_sync_clr F10 (~KEY[1], SW[10], Q[10], ~KEY[0]);
  D_ff_with_sync_clr F11 (~KEY[1], SW[11], Q[11], ~KEY[0]);
  D_ff_with_sync_clr F12 (~KEY[1], SW[12], Q[12], ~KEY[0]);
  D_ff_with_sync_clr F13 (~KEY[1], SW[13], Q[13], ~KEY[0]);
  D_ff_with_sync_clr F14 (~KEY[1], SW[14], Q[14], ~KEY[0]);
  D_ff_with_sync_clr F15 (~KEY[1], SW[15], Q[15], ~KEY[0]);
  always
    R = Q;
  hex_ssd H0 (SW[3:0], HEX0);
  hex_ssd H1 (SW[7:4], HEX1);
  hex_ssd H2 (SW[11:8], HEX2);
  hex_ssd H3 (SW[15:12], HEX3);
  hex_ssd H4 (R[3:0], HEX4);
  hex_ssd H5 (R[7:4], HEX5);
  hex_ssd H6 (R[11:8], HEX6);
  hex_ssd H7 (R[15:12], HEX7);
endmodule
module D_ff_with_sync_clr (Clk, D, Q, Clr);
  input Clk, D, Clr;
  output reg Q;
  always @ ( posedge Clk or posedge Clr)
	 if (Clr)
	 begin
		Q <= 1'b0;
	 end else
	 begin
		Q <= D;
	 end
endmodule
module hex_ssd (BIN, SSD);
  input [15:0] BIN;
  output reg [0:6] SSD;
  always begin
    case(BIN)
      0:SSD=7'b0000001;
      1:SSD=7'b1001111;
      2:SSD=7'b0010010;
      3:SSD=7'b0000110;
      4:SSD=7'b1001100;
      5:SSD=7'b0100100;
      6:SSD=7'b0100000;
      7:SSD=7'b0001111;
      8:SSD=7'b0000000;
      9:SSD=7'b0001100;
      10:SSD=7'b0001000;
      11:SSD=7'b1100000;
      12:SSD=7'b0110001;
      13:SSD=7'b1000010;
      14:SSD=7'b0110000;
      15:SSD=7'b0111000;
    endcase
  end
endmodule

===== config.mk =====
export PLATFORM = sky130hd
export DESIGN_NAME = lab3_part5
export DESIGN_NICKNAME = lab3_part5
export VERILOG_FILES = /design/flow/design.v
export SDC_FILE = /design/flow/constraint.sdc
export NUM_CORES = 4
export LEC_CHECK = 1
export CORE_UTILIZATION = 30

===== run.sh =====
#!/bin/bash
# OpenROAD 26Q1-2900-gdf79404cd8, Yosys 0.63+post, stock flow scripts
make -C /OpenROAD-flow-scripts/flow DESIGN_CONFIG=/design/flow/config.mk WORK_HOME=/design/flow/orfs finish

===== constraint.sdc =====
current_design lab3_part5

set clk_period 2.0
set clk_io_pct 0.2

create_clock -name clk0 -period $clk_period

set non_clock_inputs [all_inputs -no_clocks]
set_input_delay [expr $clk_period * $clk_io_pct] -clock clk0 $non_clock_inputs
set_output_delay [expr $clk_period * $clk_io_pct] -clock clk0 [all_outputs]

==> run notes <==
Flow results follow.

The flow ran to the end, and the final reports show no timing, DRC or antenna violations. The data required time reported for the critical path is 1.60 ns. The remaining design rule violation count is 0.

The total die area is about 9600 sq um. The routed design has between 5000 and 6000 um of wire. The floorplan core area is slightly below 9000 sq um. The floorplan has 34 rows. Of the cells placed in the final design, the portion with a size suffix greater than 1 is ~17%. The number of distinct library cells after synthesis is 36.

Max fanout on the critical path was recorded as 7. The total track usage is approximately 11%. The arrival time of data at the worst endpoint is listed as 1.56 ns. The synthesized design contains slightly above 70 register bits. The critical path in this run is classified as input pin to output pin. The die is 98.18 um tall. The minimum period implied by the final worst setup slack is 1.965 ns. The first-pass GRT wire length is between 8000 and 9000 um. The average wire per standard cell is between 10 and 15 um. The worst setup path startpoint is SW[13]. For this run, the slowest stage of the critical path takes ~0.45 ns. Per the OpenROAD power report, leakage power amounts to ~2.0 nW. The detailed-routing iteration count for the pre-antenna-repair pass is 24. The detailed router placed roughly 2400 vias in this run.

The critical path capture point is HEX3[6]. The combined buffer and inverter count along the critical path is 2. The first routing iteration left 74 violations. In this run the cell area of the synthesized design comes to between 2000 and 3000 sq um. The number of port buffers is 74.

Summed over all layers, the global routing overflow is 0. ~100 endpoints have no timing constraint. The number of diodes added for antenna fixing is 0.

The number of register pins that no clock reaches is around 72. The starting utilization of the core area is around a third. The yosys warning tally is 11. The final count of hold timing violations is 0. The synthesized netlist has a Yosys-reported chip area of around 2800 sq um. The average cell area after synthesis is ~8.8 sq um. The top cell family by delay on the critical path is buffers and inverters. The total of max-cap violations is 0. OpenROAD emitted warnings numbering 37. The number of top-level design ports is approximately 78. The critical path crosses 6 cells after its start point. The number of cells in Yosys stat is approximately 320. After layout, the worst path uses just under 100% of the clock period. The die extent in x is approximately 100 um.

The total power of the final layout is around 0.56 mW. The count of nets left with antenna violations after detail routing is 0. The slew at the pin closest to its max-slew limit is approximately 0.70 ns. For this run, the final setup violation count is recorded as 0. In the final report, the number of pins over their slew limit comes to 0. The number of fill cells is just under 800. Relative to the synthesized area, the layout overhead comes to 50.36%.

Entering global routing, the biggest net connects 17 pins. The slew check shows that the tightest pin keeps a relative margin of 52.87%. The number of antenna violations at the first check in global routing is 0.

Per the summary, power density relative to cell area is 134.6 nW/um^2. The via-per-instance ratio is 4.475. The detailed placer's ending HPWL is roughly 3600 um. The signal on the critical path passes through buf_12 -> nor3_2 -> a31oi_1 -> nand2_1 -> dlxtn_1 -> clkdlybuf4s50_1. The slowest stage of the critical path is the sky130_fd_sc_hd__clkdlybuf4s50_1 cell.

The critical path launch point type is an input pin. The critical path endpoint category is an output pin. The via count of the first global-routing pass is 1941. Per the timing report, the achievable frequency comes out to roughly 500 MHz. In the synthesized netlist, the number of instances is 315.

Per the power-grid run, VDD falls by no more than just over 0.09 mV. The final RePlAce weighted congestion is approximately 0.78.
==> per-stage QoR <==
| step | cells | util (%) | setup slack [ns] | TNS (ns) | instance area, sq um |
|---|---|---|---|---|---|
| 5_1_grt | 528 | 47.16 | -0.008607 | -0.01355 | 4173 |
| 2_1_floorplan | 370 | - | 0.3086 | 0 | 2982 |
| 3_3_place_gp | 521 | 41.90 | -1.050 | -24.32 | 3707 |
| 4_1_cts | 525 | 45.32 | -0.1565 | -0.2365 | 4010 |
| 3_5_place_dp | 521 | 41.90 | -1.059 | -24.73 | 3707 |
| 6_report | 528 | 47.16 | 0.03536 | 0 | 4173 |
==> registers in the layout, indices dropped and copies added, names as in the netlist, 7 cells and up <==
name / flops
H5.SSD: 7
H6.SSD: 7
H1.SSD: 7
H4.SSD: 7
H3.SSD: 7
H7.SSD: 7
H0.SSD: 7
H2.SSD: 7
==> what timing repair did <==
item | CTS | global route
cloned | 4 | 3
endpoints found under the setup margin | 28 | 11
hold buffers | 0 | 0
pin swaps | 12 | 12
resized | 196 | 35
setup buffers | 0 | 0
==> cell families after synthesis <==
family | Yosys count | synth area share (%)
buffers and inverters | 35 | 5.951
multiplexers | 18 | 6.763
latches | 56 | 30.30
XOR/XNOR | 9 | 2.841
flip-flops | 16 | 14.43
AND/OR/NAND/NOR | 93 | 20.47
other | 1 | 0.1351
AND-OR/OR-AND | 87 | 19.12
==> layout by cell type (no fill, tap or decap), drive strengths merged, types with 11 or more instances in the layout <==
cell / Yosys / layout
nor2: 14 / 14
a21oi: 25 / 25
clkdlybuf4s50: 0 / 31
nand2: 14 / 14
conb: 1 / 56
nor2b: 11 / 11
dlxtn: 56 / 56
dfrtn: 16 / 16
nand2b: 15 / 15
nand4b: 13 / 13
mux2i: 12 / 12
o21ai: 26 / 26
dlygate4sd2: 0 / 17
buf: 22 / 23
==> power by group <==
group          internal, mW  leakage [nW]  switching, mW
clock                     0             0              0
sequential            0.111         0.634         0.0327
combinational         0.245          1.34          0.173
==> area by class of cell <==
cell class                      count  area (sq um)  area share, %
Inverter                            4         15.01         0.3598
Multi-Input combinational cell    263          1757          42.10
Sequential cell                    72          1249          29.93
Tap cell                          108         135.1          3.238
Timing Repair Buffer               81          1017          24.38
==> metal layers <==
metal	up-vias	GRT usage, %	share of wire, %
li1	1275	-	-
met1	1042	17.19	50
met2	44	18.74	47
met3	2	0.3634	3.1
met4	0	0	0.018
met5	-	0	0
==> cells in the mapped netlist <==
cell type / number / area [sq um]
sky130_fd_sc_hd__dlxtn_1: 56 / 840.8
sky130_fd_sc_hd__o21ai_0: 26 / 130.1
sky130_fd_sc_hd__a21oi_1: 25 / 125.1
sky130_fd_sc_hd__buf_2: 20 / 100.1
sky130_fd_sc_hd__dfrtn_1: 16 / 400.4
sky130_fd_sc_hd__nand2_1: 14 / 52.55
sky130_fd_sc_hd__nand2b_1: 14 / 87.58
sky130_fd_sc_hd__nor2_1: 14 / 52.55
sky130_fd_sc_hd__nand4b_1: 13 / 113.9
sky130_fd_sc_hd__mux2i_1: 12 / 120.1
sky130_fd_sc_hd__nor2b_1: 11 / 68.82
sky130_fd_sc_hd__nand3_1: 9 / 45.04
sky130_fd_sc_hd__clkbuf_1: 8 / 30.03
sky130_fd_sc_hd__xor2_1: 8 / 70.07
sky130_fd_sc_hd__a211oi_1: 6 / 45.04
sky130_fd_sc_hd__a21o_1: 6 / 45.04
sky130_fd_sc_hd__mux2_2: 6 / 67.56
sky130_fd_sc_hd__nor3_1: 6 / 30.03
sky130_fd_sc_hd__o2bb2ai_1: 6 / 52.55
sky130_fd_sc_hd__a31oi_1: 5 / 31.28
sky130_fd_sc_hd__o22ai_1: 5 / 31.28
sky130_fd_sc_hd__inv_1: 4 / 15.01
sky130_fd_sc_hd__nor3b_1: 4 / 30.03
sky130_fd_sc_hd__nor3b_2: 4 / 50.05
sky130_fd_sc_hd__a221o_1: 2 / 20.02
sky130_fd_sc_hd__a31o_2: 2 / 17.52
sky130_fd_sc_hd__and3b_1: 2 / 17.52
sky130_fd_sc_hd__buf_4: 2 / 15.01
sky130_fd_sc_hd__o211ai_1: 2 / 15.01
sky130_fd_sc_hd__clkbuf_2: 1 / 5.000
sky130_fd_sc_hd__conb_1: 1 / 3.750
sky130_fd_sc_hd__nand2b_4: 1 / 13.76
sky130_fd_sc_hd__o311ai_0: 1 / 8.760
sky130_fd_sc_hd__o31a_1: 1 / 8.760
sky130_fd_sc_hd__or3_1: 1 / 6.260
sky130_fd_sc_hd__xnor2_1: 1 / 8.760
No activity file was given, so power comes from the tool's default toggle rates.
