===== /design/flow/design.v =====
module counter_26bit (En, Clk, Clr, Q);
  input En, Clk, Clr;
  output [25:0] Q;
  wire [25:0] T, Qs;
  t_flipflop T0 (En, Clk, Clr, Qs[0]);
  assign T[0] = En & Qs[0];
  t_flipflop T1 (T[0], Clk, Clr, Qs[1]);
  assign T[1] = T[0] & Qs[1];
  t_flipflop T2 (T[1], Clk, Clr, Qs[2]);
  assign T[2] = T[1] & Qs[2];
  t_flipflop T3 (T[2], Clk, Clr, Qs[3]);
  assign T[3] = T[2] & Qs[3];
  t_flipflop T4 (T[3], Clk, Clr, Qs[4]);
  assign T[4] = T[3] & Qs[4];
  t_flipflop T5 (T[4], Clk, Clr, Qs[5]);
  assign T[5] = T[4] & Qs[5];
  t_flipflop T6 (T[5], Clk, Clr, Qs[6]);
  assign T[6] = T[5] & Qs[6];
  t_flipflop T7 (T[6], Clk, Clr, Qs[7]);
  assign T[7] = T[6] & Qs[7];
  t_flipflop T8 (T[7], Clk, Clr, Qs[8]);
  assign T[8] = T[7] & Qs[8];
  t_flipflop T9 (T[8], Clk, Clr, Qs[9]);
  assign T[9] = T[8] & Qs[9];
  t_flipflop T10 (T[9], Clk, Clr, Qs[10]);
  assign T[10] = T[9] & Qs[10];
  t_flipflop T11 (T[10], Clk, Clr, Qs[11]);
  assign T[11] = T[10] & Qs[11];
  t_flipflop T12 (T[11], Clk, Clr, Qs[12]);
  assign T[12] = T[11] & Qs[12];
  t_flipflop T13 (T[12], Clk, Clr, Qs[13]);
  assign T[13] = T[12] & Qs[13];
  t_flipflop T14 (T[13], Clk, Clr, Qs[14]);
  assign T[14] = T[13] & Qs[14];
  t_flipflop T15 (T[14], Clk, Clr, Qs[15]);
  assign T[15] = T[14] & Qs[15];
  t_flipflop T16 (T[15], Clk, Clr, Qs[16]);
  assign T[16] = T[15] & Qs[16];
  t_flipflop T17 (T[16], Clk, Clr, Qs[17]);
  assign T[17] = T[16] & Qs[17];
  t_flipflop T18 (T[17], Clk, Clr, Qs[18]);
  assign T[18] = T[17] & Qs[18];
  t_flipflop T19 (T[18], Clk, Clr, Qs[19]);
  assign T[19] = T[18] & Qs[19];
  t_flipflop T20 (T[19], Clk, Clr, Qs[20]);
  assign T[20] = T[19] & Qs[20];
  t_flipflop T21 (T[20], Clk, Clr, Qs[21]);
  assign T[21] = T[20] & Qs[21];
  t_flipflop T22 (T[21], Clk, Clr, Qs[22]);
  assign T[22] = T[21] & Qs[22];
  t_flipflop T23 (T[22], Clk, Clr, Qs[23]);
  assign T[23] = T[22] & Qs[23];
  t_flipflop T24 (T[23], Clk, Clr, Qs[24]);
  assign T[24] = T[23] & Qs[24];
  t_flipflop T25 (T[24], Clk, Clr, Qs[25]);
  assign T[25] = T[24] & Qs[25];
  assign Q = Qs;
endmodule
module t_flipflop (En, Clk, Clr, Q);
  input En, Clk, Clr;
  output reg Q;
  always @ (posedge Clk)
    if (Clr)
      Q = 0;
    else if (En)
      Q = ~Q;
endmodule

===== /design/flow/run.sh =====
#!/bin/bash
# OpenROAD 26Q1-2900-gdf79404cd8, Yosys 0.63+post, stock flow scripts
make -C /OpenROAD-flow-scripts/flow DESIGN_CONFIG=/design/flow/config.mk WORK_HOME=/design/flow/orfs finish

===== /design/flow/config.mk =====
export PLATFORM = sky130hd
export DESIGN_NAME = counter_26bit
export DESIGN_NICKNAME = counter_26bit
export VERILOG_FILES = /design/flow/design.v
export SDC_FILE = /design/flow/constraint.sdc
export NUM_CORES = 4
export LEC_CHECK = 1
export CORE_AREA = 10 10 85 85
export DIE_AREA = 0 0 95 95

===== /design/flow/constraint.sdc =====
current_design counter_26bit

set clk_period 4.4
set clk_io_pct 0.2

create_clock -name clk0 -period $clk_period [get_ports {Clk}]

set non_clock_inputs [all_inputs -no_clocks]
set_input_delay [expr $clk_period * $clk_io_pct] -clock clk0 $non_clock_inputs
set_output_delay [expr $clk_period * $clk_io_pct] -clock clk0 [all_outputs]

==> qor.csv <==
metric,value,unit
crit path DAT,2.86,ns
# setup viols final,0,
root buf cell,clkbuf_8,
Hold Crit Class,reg2reg,
clock latency on the worst-skew pair,0.27,ns
sequential-to-total area share from yosys stat,37.3,%
cts repair resizes,0,
post-synth cell types,27,
"Critical Path, Cell by Cell",clkdlybuf4s50_1 -> and3_1 -> nand4_4 -> or4_1 -> a21oi_1,
Die W,95,µm
area post-placement,1540,µm²
Critical Path Slowest Stage Cell,or4_1,
GRT Overall Usage,5.89,%
"Cell Area, Synth",1390,µm²
1st-iter DRT viols,71,
"Req. time, crit path",4.61,ns
CP endpoint kind,flop,
synthesis warning total,1,
Remaining DRCs,0,
CTS H-tree depth,1,
fmax,376,MHz
# IOs,29,
Commonest Layout Cell,clkdlybuf4s50_1,
detailed-route wire length,2720,µm
GPL Wtd Cong,0.724,
"Avg Cell Area, Syn",8.55,µm²
crit path kind,in2reg,
ant diodes,0,
Syn-to-layout area delta,14.3,%
max-slew violations,0,
CORE AREA,5470,µm²
Die Size,9030,µm²
status,"complete, no violations",
Site Rows,27,
final tally of hold violations,0,
Final period util,60.4,%
CTS sink cnt,26,
Clock Tree Buf Depth,2,
Chip Height,95,µm
IO Port Bufs,28,
Setup Buffers After CTS,0,
Layout fillers,581,
Vias,1055,
critical path's largest stage delay,0.60,ns
YS chip area,1390,µm²
Static Leak,0.502,nW
Synth flops,26,
Sum Neg Setup Slack,0,ns
Min Hold Slack,0.486,ns
RSZ-0062 raised after global routing,no,
Peak VDD IR,103,µV
vias in the first global route,985,
FP Util,25.5,%
wire length per cell,11.6,µm
MaxCap Viol Count,0,
layout cells sized above 1,6.13,%
Post-Layout Cell Count,235,
DRT Pass-1 Iters,4,
CTS tree,built,
Top cells excl fill/tap,"clkdlybuf4s50_1, dfxtp_1, a21oi_1",
tool warning count,25,
crit path max fanout,28,
Via density,4.49,
Power per Cell Area,255,nW/µm²
initial antenna violation count,0,
Placed Cells,231,
Slew @ Worst Pin,0.354,ns
# Cells Yosys,163,
Final Critical Period,2.66,ns
Mapped Cells,163,
Worst Clk Skew,0.00269,ns
ANT nets after route,0,
pin count of the biggest net entering global routing,29,
DP HPWL,1970,µm
global-route wire length before repair,4510,µm
total gr overflow,0,
hold_buf cts,0,
Max-slew headroom,76.3,%
CTS clock-pin slew for the worst setup and hold paths,0.09,ns
CP Launch Type,input pin,
cell area after layout,1590,µm²
CTS Buf Count,3,
==> through the flow <==
step                utilization (%)  total power, mW  worst slack, ns
floorplan                         -            0.254             2.33
global placement               28.1            0.259             1.50
detailed placement             28.1            0.259             1.45
CTS                            29.1            0.416             1.73
global route                   29.1            0.423             1.59
finish                         29.1            0.407             1.74
==> cells by family after synthesis <==
| logic type | share of synthesized area, % |
|---|---|
| DFF | 37.3 |
| and+or+nand+nor | 25.2 |
| muxes | 0.808 |
| AOI/OAI and AO/OA | 13.1 |
| xor gates and xnor gates | 5.66 |
| buffers and inverters | 17.9 |
==> layer usage <==
layer / track usage [%] / wire length [µm]
met4: 1.25 / 48
met3: 1.76 / 192
met5: 0 / 0
met2: 10.2 / 1230
met1: 7.08 / 1250
==> Yosys cell counts <==
master,instances,area [µm²]
xnor2_1,3,26.3
a21oi_1,15,75.1
buf_6,1,11.3
and2_1,1,6.26
nand4_4,1,21.3
dfxtp_1,26,521
or3_1,5,31.3
clkbuf_1,3,11.3
nand4_2,1,12.5
buf_4,27,203
nand3_2,1,10.0
and3_2,1,7.51
or4_1,12,90.1
nand2_1,10,37.5
and3_1,3,18.8
nand3_1,7,35.0
o31ai_1,11,82.6
inv_1,4,15.0
nor2_1,12,45.0
nand4_1,2,12.5
nor2b_1,1,6.26
mux2_2,1,11.3
and4_1,2,17.5
buf_1,1,3.75
buf_2,1,5.00
xor2_1,6,52.6
o21ai_0,5,25.0
==> cell type report <==
type	instances	area, µm²	share of cell area, %
Clock buffer	4	55.1	3.46
Timing Repair Buffer	29	288	18.1
Sequential cell	26	520	32.7
Inverter	4	15.0	0.943
Tap cell	72	90.1	5.66
Multi-Input combinational cell	100	624	39.2
==> worst max-delay path, delay by kind of cell <==
kind	cells	cell delay [ns]
simple gates	3	1.32
buf+inv	1	0.51
compound gates	1	0.15
==> worst paths after layout <==
path	startpoint	slack (ns)	end	cells after the start
max	En	1.74	T20.Q$_SDFFE_PP0N_	5
min	T25.Q$_SDFFE_PP0P_	0.49	T25.Q$_SDFFE_PP0P_	2
max reg2reg	T0.Q$_SDFFE_PP0P_	2.47	T20.Q$_SDFFE_PP0N_	4
min reg2reg	T25.Q$_SDFFE_PP0P_	0.49	T25.Q$_SDFFE_PP0P_	2
==> report_power, final <==
part / switching, mW / total (mW) / leakage [nW] / internal (mW)
clock network: 0.0741 / 0.154 / 0.0288 / 0.0799
registers: 0.00187 / 0.239 / 0.210 / 0.237
logic: 0.00660 / 0.0139 / 0.263 / 0.00731
total: 0.0826 / 0.407 / 0.502 / 0.324
Power is estimated from default activity; no workload was simulated.
